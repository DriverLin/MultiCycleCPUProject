<file path="design/flow/run.sh">
#!/bin/bash
# OpenROAD 26Q1-2900-gdf79404cd8, Yosys 0.63+post, stock flow scripts
make -C /OpenROAD-flow-scripts/flow DESIGN_CONFIG=/design/flow/config.mk WORK_HOME=/design/flow/orfs finish
</file>
<file path="design/flow/config.mk">
export PLATFORM = sky130hd
export DESIGN_NAME = RF
export DESIGN_NICKNAME = RF
export VERILOG_FILES = /design/flow/design.v
export SDC_FILE = /design/flow/constraint.sdc
export NUM_CORES = 4
export LEC_CHECK = 1
export CORE_UTILIZATION = 30
</file>
<file path="design/flow/constraint.sdc">
current_design RF

set clk_period 6.4
set clk_io_pct 0.2

create_clock -name clk0 -period $clk_period [get_ports {clk}]

set non_clock_inputs [all_inputs -no_clocks]
set_input_delay [expr $clk_period * $clk_io_pct] -clock clk0 $non_clock_inputs
set_output_delay [expr $clk_period * $clk_io_pct] -clock clk0 [all_outputs]
</file>
<file path="design/flow/design.v">
module RF(
    input   clk,
    input   RegWrite,
    input   [4:0]   ReadAddr1, 
    input   [4:0]   ReadAddr2, 
    input   [4:0]   WriteAddr, 
    input   [31:0]  WriteData, 
    output  [31:0]  ReadData1, 
    output  [31:0]  ReadData2 
);
    reg[31:0]   register[31:0];
    integer     i;
    initial begin
        for(i = 0; i < 32; i = i + 1)
            register[i] = 0;
    end
    always@(negedge clk) begin
        if (WriteAddr != 0 && RegWrite) begin
            register[WriteAddr] = WriteData[31:0];
        end
    end
    assign ReadData1 = register[ReadAddr1];
    assign ReadData2 = register[ReadAddr2];
endmodule
</file>
==> flow_summary.yaml <==
# synthesis and place-and-route metrics
status:
  outcome: "finished with violations"
  violations: "setup timing"
power_and_ir_drop:
  power.density_nw_per_um2: 291
  p_leak_nw: 27.2
  peakVddDrop_uv: 233
min_path:
  min_path_type: "in2out"
  hp-start: "ReadAddr2[1]"
critical_path:
  cp-end-kind: "primary output"
  arrival_ps: 5440
  worstSetupStartpointType: "flip-flop"
  cpLargestDelayFamily: "AND-OR/OR-AND gates"
  worst-setup-path-type: "reg2out"
  max_stage_delay_ps: 380
  crit_chain: "buf_4 -> mux2i_1 -> a22o_1 -> nor3_2 -> a31oi_2 -> nand3_1 -> buf_6 -> buf_6"
  cp_common_cell: "buf_6"
  cp_slowest_cell: "edfxtp_1"
  required_ps: 5120
  path_depth: 8
  startpoint: "register[5][8]$_DFFE_NP_"
  crit_path_end: "ReadData1[8]"
  cp_max_fo: 2
  crit_buf_inv: 3
synth:
  ys_warn_count: 1
  ys_types: 25
  syn_area_um2: 48800
  postSynthCellCount: 3387
  synth_stat.cells: 3387
  ys_ff: 1024
  yosysSeqAreaShare: 0.631
  yosys_area_um2: 48800
  avgSynthCellArea_um2: 14.4
floorplan:
  fp.dieW_um: 405
  die_h_um: 405
  fp.dieArea_um2: 164000
  fp_util: 0.303
  num_rows: 147
  io_pins: 113
  core_area_um2: 161000
drt:
  first_pass_iters: 5
  n_antenna_cell: 0
  drt_drc_violations_left: 0
  vias: 34700
  wl_per_cell_um: 22.5
  via_per_inst: 5.01
  wl_um: 155000
  drt_iter0_drc: 2200
  postRouteAntennaNets: 0
final_layout:
  fillers: 14500
  largest_register_ffs: 1024
  drive_above_1_share: 0.144
  syn2layout_area_growth_pct: 29.4
global_routing:
  grt_usage: 0.200
  overflow: 0
  grt_max_degree: 80
  grt_pass1_wl_um: 226000
  antenna_found_initial: 7
  grt_pass1_vias: 37900
clock_tree:
  cts_tree: "yes"
  path_clk_slew_ps: 40
  clockBufferDepth: 3
  hold_buffers: 0
  cts.sink_count: 1024
  h-tree-depth: 3
  root_buffer: "clkbuf_16"
  cts_buffers: 115
job:
  warnings: 1030
  maxCapViolCount: 0
timing:
  max-slew-margin-rel: 0.372
  finalSetupViolCount: 60
  rsz0062_at_grt: "true"
  whs_ps: 3410
  tightest_slew_ps: 942
  slew_viol_final: 0
  hold_viol_final: 0
  fin_setup_tns_ps: -7450
  timing.final.ws_setup_ps: -324
placed_design:
  gp_congestion: 0.881
  port_buffers: 112
  place_hpwl_um: 93300
worst min path at each step:
stage	endpoint	depth (start not counted)
5_1_grt	ReadData2[13]	6
4_1_cts	ReadData2[13]	6
6_report	ReadData2[13]	6
layout by cell type, fill, tap and decap left out, types with 118 or more instances in the layout:
cell,Yosys,layout
a22o_1,128,128
buf_4,52,142
a22oi_1,192,188
edfxtp_1,1024,1024
clkbuf_16,0,118
inv_1,1,1048
a21oi_1,192,192
nand2_1,195,193
nand3_1,194,140
mux2i_1,1024,1023
what timing repair did:
item / CTS / global route
endpoints found under the hold margin: 0 / 0
gates resized: 386 / 23
setup endpoints to repair: 64 / 64
setup buffers: 5 / 0
pin swaps: 146 / 82
final cells by class:
cell class              count  area [um2]  area share
clock inverters          1114        4800      0.0760
clock buffers             118        2950      0.0468
multi-input cells        2140       17900       0.283
well taps                2160        2700      0.0428
repair buffers            359        4040      0.0639
flip-flops and latches   1024       30700       0.487
per-stage QoR:
step	instance area, um2	util	instances	power, mW	setup WS (ps)
3_3_place_gp	54600	0.339	5700	10.1	-209
3_5_place_dp	54600	0.339	5700	10.1	-210
5_1_grt	63100	0.392	6915	19.5	-401
4_1_cts	63000	0.392	6917	18.6	-350
2_1_floorplan	48900	-	3418	9.38	-500
6_report	63100	0.392	6915	18.4	-324
report_power, final:
group          total (mW)  switching, mW  leakage [nW]  internal, mW
registers            7.58         0.0399          9.25          7.54
logic                1.57          0.960          10.6         0.606
clock network        9.20           4.26          7.38          4.94
logic make-up after synthesis:
family	Yosys count	share of synthesized area
other	1	0.0000769
multiplexers	1024	0.210
flip-flops	1024	0.631
buffers and inverters	254	0.0316
AND-OR/OR-AND	576	0.0805
AND/OR/NAND/NOR	508	0.0471
synthesized netlist by cell type:
| cell type | number | area share |
|---|---|---|
| a21oi_1 | 192 | 0.020 |
| a22o_1 | 128 | 0.023 |
| a22oi_1 | 192 | 0.030 |
| a31oi_1 | 64 | 0.0082 |
| and2_1 | 2 | 0.00026 |
| buf_1 | 10 | 0.00077 |
| buf_2 | 79 | 0.0081 |
| buf_4 | 52 | 0.0080 |
| buf_6 | 37 | 0.0085 |
| clkbuf_1 | 71 | 0.0055 |
| clkbuf_4 | 4 | 0.00062 |
| conb_1 | 1 | 0.000077 |
| edfxtp_1 | 1024 | 0.63 |
| inv_1 | 1 | 0.000077 |
| mux2i_1 | 1024 | 0.21 |
| nand2_1 | 195 | 0.015 |
| nand2b_1 | 4 | 0.00051 |
| nand3_1 | 194 | 0.020 |
| nand3b_1 | 5 | 0.00077 |
| nor2_1 | 34 | 0.0026 |
| nor2b_1 | 4 | 0.00051 |
| nor3_1 | 64 | 0.0066 |
| or2_2 | 2 | 0.00026 |
| or3_1 | 1 | 0.00013 |
| or3b_2 | 3 | 0.00054 |
metal layers:
layer	part of all wire	vias to the layer above	track usage
met5	0.00047	-	0.00149
met4	0.035	12	0.0877
met3	0.12	302	0.120
met2	0.47	1693	0.294
met1	0.37	16700	0.237
li1	-	15900	-
Power is estimated from default activity; no workload was simulated.
