[./run.sh]
#!/bin/bash
# OpenROAD 26Q1-2900-gdf79404cd8, Yosys 0.63+post, stock flow scripts
make -C /OpenROAD-flow-scripts/flow DESIGN_CONFIG=/design/flow/config.mk WORK_HOME=/design/flow/orfs finish
[./config.mk]
export PLATFORM = sky130hd
export DESIGN_NAME = ALU
export DESIGN_NICKNAME = ALU
export VERILOG_FILES = /design/flow/design.v
export SDC_FILE = /design/flow/constraint.sdc
export NUM_CORES = 4
export LEC_CHECK = 1
export CORE_UTILIZATION = 30
[./constraint.sdc]
current_design ALU

set clk_period 11.8
set clk_io_pct 0.2

create_clock -name clk0 -period $clk_period

set non_clock_inputs [all_inputs -no_clocks]
set_input_delay [expr $clk_period * $clk_io_pct] -clock clk0 $non_clock_inputs
set_output_delay [expr $clk_period * $clk_io_pct] -clock clk0 [all_outputs]
[./design.v]
module ALU(
    input   [31:0]      A,
    input   [31:0]      B,
    input   [5:0]       ALUOp,
    output  reg[31:0]   result
);
    initial begin
        result = 32'b0;
    end
    always@(*) begin
        case (ALUOp)
            6'b100000  :   result = A + B;
            6'b100001 :   result = A + B;
            6'b100010  :   result = A - B;
            6'b100011 :   result = A - B;
            6'b000100 :   result = B << A[4:0];
            6'b000110 :   result = B >> A[4:0];
            6'b000111 :   result = (B >> A[4:0]) | ({32{B[31]}}<<(6'd32-{1'b0,A[4:0]}));
            6'b100100  :   result = A & B;
            6'b100101   :   result = A | B;
            6'b100110  :   result = A ^ B;
            6'b100111  :   result = ~(A | B);
            6'b110100 :   result = A & B[15:0];
            6'b110101  :   result = A | B[15:0];
            6'b110110 :   result = A ^ B[15:0];
            6'b101010  :   result = ($signed(A) < $signed(B)) ? 1 : 0;
            6'b101011 :   result = (A < B) ? 1 : 0;
            6'b000000  :   result = B << A[4:0];
            6'b000010  :   result = B >> A[4:0];
            6'b000011  :   result = (B >> A[4:0]) | ({32{B[31]}}<<(6'd32-{1'b0,A[4:0]}));
            6'b110000  :   result = {B[15:0], 16'b0};
            default: result = 32'b0;
        endcase
    end
endmodule
==> results.toml <==
# generated from flow reports
[sta]
min_period_ps = 9685
fin_tns_setup_ps = 0
max_freq_mhz = 103.3
period_used_share = 0.8207
worst_pin_slew_ps = 796.1
rsz0062_at_grt = "false"
relSlewSlack = 0.4652
drv_slew = 0
finalHoldViolCount = 0
setup_violations = 0

[synth]
netlist.area_leader.share = 0.1445
ys_warn_count = 1
ys_seq_frac = 0
common_cells = "nor2_1, a21oi_1, nand2_1"
yosysUniqueCellTypes = 74
top_cells_by_area = "ha_1, a21oi_1, mux4_2"
most_common_cell = "nor2_1"
synthCells = 1377
ys_cells = 1377
synth_area_um2 = 9005
avgSynthCellArea_um2 = 6.539
synth_area_leader_cell = "ha_1"
ys_area_um2 = 9005

[critical_path]
cp_cell_sequence = "clkdlybuf4s50_1, buf_4, inv_1, buf_4, ha_1, o21bai_1, a211oi_2, a211oi_4, a211oi_2, nor3_2, o41ai_2, o21ai_0, a2111o_1, nand4_1, clkdlybuf4s50_1"
crit_slowest_cell = "o41ai_2"
worst-path-buf-inv = 5
worst_path_largest_cell_delay_ps = 550
critPathTopFamily = "AND-OR/OR-AND gates"
worstPathArrival_ps = 7320
critPathMaxFanout = 40
path_class = "in -> out"
endpoint_kind = "output pin"
start_kind = "input pin"
worstPathRequired_ps = 9440

[floorplan]
core_area_um2 = 29560
chip_area_um2 = 30710
die_w_um = 175.3
initial_core_util = 0.3046
dieHeight_um = 175.3
io_pins = 102
row_count = 63

[global_routing]
grt_usage = 0.3033
grt_pass1_wl_mm = 68.54
grt_overflow = 0
grt_pass1_vias = 10350
antenna_found_initial = 1
grt_max_degree = 59

[routing]
drt-total-wl_mm = 46.58
viasPerCell = 6.204
drtPass1Iterations = 18
wl_met2_mm = 19.76
wl_per_cell_um = 25.69
drc = 0
met1Wirelength_mm = 20.33
top_layer_used = "met4"
num_vias = 11250
ant_nets = 0
drt_iter0_markers = 1272
wl_met3_mm = 4.747

[power_and_ir_drop]
sw_frac_of_total = 0.6320
p_per_area_nw_per_um2 = 47.24
peakVddDrop_mv = 0.01716
power.leakage_uw = 0.004254
p_int_uw = 180.8
p_total_uw = 491.3
switchingPower_uw = 310.5

[cells_and_area]
n_fill_cell = 3227
drive_gt1_frac = 0.07671
flop-count = 0
syn_to_final_growth_pct = 15.51
regArea_um2 = 0
clock_buffers = 0
design_area_um2 = 10400

[clocking]
cts_resized = 0
cts_hold_buf = 0
post_cts_buffers = 0

[placed_design]
gp_congestion = 1.062
port_buffers = 102
post_dp_cell_area_um2 = 10400
dp_hpwl_mm = 36.59

[flow_run]
tool_warnings = 103
max_cap_violations = 0

[status]
outcome = "finished, final reports clean"

[min_path]
hold_path_class = "in -> out"
## metrics by stage
stage               cells  hold WS [ps]  setup slack, ps  utilization
finish               1813          5809             2115       0.3519
global route         1811          5852             1914       0.3517
global placement     1811          5796             2271       0.3517
CTS                  1811          5798             2265       0.3517
detailed placement   1811          5794             2281       0.3517
floorplan            1377          4880             3740            -
## routing by layer
metal	vias up	track usage
li1	5195	-
met1	5293	0.4524
met2	675	0.4471
met3	84	0.04989
met4	0	0.09384
met5	-	0
## placed cells by master, fill, tap and decap left out, types with 6 or more instances in the layout
cell type / instances
nor4_1: 8
nand2b_1: 10
a221o_1: 7
a221oi_1: 22
xor2_1: 10
a21oi_1: 154
nor2b_1: 7
o22ai_1: 19
buf_4: 36
o21ai_0: 108
o211ai_1: 32
mux4_2: 33
or2_2: 7
a21o_1: 15
o31ai_1: 8
a22oi_1: 11
ha_1: 104
nor3_1: 35
o21bai_1: 11
xnor2_1: 17
o21ai_1: 11
o2111ai_1: 6
nor2_1: 196
mux2i_1: 61
a211oi_1: 23
mux2_2: 11
inv_1: 94
nand3_1: 25
nand2_1: 118
clkdlybuf4s50_1: 99
a31oi_1: 19
## area by class of cell
class              count  area, um2  area share
multi-input cells   1187       8273      0.7954
diodes                 2      5.005   0.0004812
inverters             97      364.1     0.03501
well taps            390      488.0     0.04691
repair buffers       137       1271      0.1222
## worst min-delay path, stage by stage
cell	delay [ps]
buf_2	90
buf_4	240
nand2_1	130
or4_4	120
o211ai_2	70
clkdlybuf4s50_1	400
## cell families after synthesis
kind of cell	count (synthesis)	share of synthesized area
compound gates	505	0.3582
simple gates	442	0.2170
buf+inv	190	0.08268
fa+ha+maj	106	0.1490
mux	105	0.1641
xor+xnor	29	0.02904
## power groups by stage
stage	Combinational (uW)	Clock [uW]	Sequential (uW)
CTS	478	0	0
global route	525	0	0
## path summary, 6_finish.rpt
kind	start	endpoint	slack [ps]	depth (start not counted)
min	ALUOp[1]	result[28]	5810	6
max	A[2]	result[30]	2120	15
Power figures rest on the tool's default switching activity, not on a simulated workload.
